==> flow/design.v <==
module ALU (
	   ALUResult,
	   ALUCode, A, B);
	input [3:0]	ALUCode;				 
	input [31:0]	A, B;
	output reg [31:0]	ALUResult;
	parameter	 alu_add=  4'b0000;
	parameter	 alu_sub=  4'b0001;
	parameter	 alu_lui=  4'b0010;
	parameter	 alu_and=  4'b0011;
	parameter	 alu_xor=  4'b0100;
	parameter	 alu_or =  4'b0101;
	parameter 	 alu_sll=  4'b0110;
	parameter	 alu_srl=  4'b0111;
	parameter	 alu_sra=  4'b1000;
	parameter	 alu_slt=  4'b1001;
	parameter	 alu_sltu= 4'b1010; 	
	reg signed[31:0] A_reg;
	wire[31:0] sum;	
	wire Binvert; 
	wire[31:0] B_in, tempt;
	Bdeal B_inst(.B(B), .ALUCode(ALUCode), .Bout(B_in), .Binvert(Binvert));
	adder_32bits adder(.a(A), .b(B_in), .ci(Binvert), .s(sum), .co());	
	always @(*) begin 
	A_reg = A; 
	case(ALUCode)
		alu_add:	ALUResult=sum;
		alu_sub:	ALUResult=sum;
		alu_lui:	ALUResult=B;
		alu_and:	ALUResult=A&B;
		alu_xor:	ALUResult=A^B;
		alu_or:		ALUResult=A|B;
		alu_sll:	ALUResult=A<<B;
		alu_srl:	ALUResult=A>>B;
		alu_sra:	ALUResult=A_reg>>>B;
		alu_slt:	ALUResult=A[31]&&(~B[31])||(A[31]~^B[31])&&sum[31];
		alu_sltu: 	ALUResult=(~A[31])&&B[31]||(A[31]~^B[31])&&sum[31];
	endcase
	end
endmodule
module Bdeal(B, ALUCode, Bout, Binvert);
input[31:0] B;
input[3:0] ALUCode;
output reg[31:0] Bout;
output reg Binvert;
reg [31:0] tempt;
always	@(*) begin
	Binvert <=~(ALUCode==4'b0);
	tempt <= (Binvert==1)?32'hffffffff:32'h00000000;
	Bout <= tempt^B;										 
end
endmodule
`timescale 1ns / 1ps
module EX(ALUCode_ex, ALUSrcA_ex, ALUSrcB_ex,Imm_ex, rs1Addr_ex, rs2Addr_ex, rs1Data_ex, 
          rs2Data_ex, PC_ex, RegWriteData_wb, ALUResult_mem,rdAddr_mem, rdAddr_wb, 
		  RegWrite_mem, RegWrite_wb, ALUResult_ex, MemWriteData_ex, ALU_A, ALU_B);
    input [3:0] ALUCode_ex;
    input ALUSrcA_ex;
    input [1:0]ALUSrcB_ex;
    input [31:0] Imm_ex;
    input [4:0]  rs1Addr_ex;
    input [4:0]  rs2Addr_ex;
    input [31:0] rs1Data_ex;
    input [31:0] rs2Data_ex;
	input [31:0] PC_ex;
    input [31:0] RegWriteData_wb;
    input [31:0] ALUResult_mem;
	input [4:0] rdAddr_mem;
    input [4:0] rdAddr_wb;
    input RegWrite_mem;
    input RegWrite_wb;
    output [31:0] ALUResult_ex;
    output [31:0] MemWriteData_ex;
    output [31:0] ALU_A;
    output [31:0] ALU_B;
    wire[31:0] ALU_A, ALU_B;
    ALU ALU_inst(.ALUResult(ALUResult_ex), .ALUCode(ALUCode_ex), .A(ALU_A), .B(ALU_B));
    wire [1:0] ForwardA, ForwardB;
    Forwarding Forwarding_inst(.RegWrite_wb(RegWrite_wb), .rdAddr_wb(rdAddr_wb), .rdAddr_mem(rdAddr_mem), 
                    .rs1Addr_ex(rs1Addr_ex), .RegWrite_mem(RegWrite_mem), .rs2Addr_ex(rs2Addr_ex), 
                    .ForwardA(ForwardA), .ForwardB(ForwardB));
    wire [31:0] A, B;
    MUX MUXA(.in0(rs1Data_ex), .in1(RegWriteData_wb), .in2(ALUResult_mem), .in3(), .out(A), .addr(ForwardA));
    MUX MUXB(.in0(rs2Data_ex), .in1(RegWriteData_wb), .in2(ALUResult_mem), .in3(), .out(B), .addr(ForwardB));
    assign MemWriteData_ex=B;
    assign ALU_A=(ALUSrcA_ex)?PC_ex:A;
    MUX MUX_alub(.in0(B), .in1(Imm_ex), .in2(32'd4), .in3(), .out(ALU_B), .addr(ALUSrcB_ex));
endmodule
module MUX(in0, in1, in2, in3, out, addr);
	input [31:0] in0, in1, in2, in3;
	input [1:0] addr;
	output reg [31:0] out;
	always@(*) begin
		case(addr)
			2'b00: out<=in0;
			2'b01: out<=in1;
			2'b10: out<=in2;
			2'b11: out<=in3;
		endcase
	end
endmodule
module add_sel(a, b, ci, co, s);
	input[3:0] a, b;
	input ci;
	output [3:0] s;
	output co;
	wire [2:0] C;
	wire [3:0] s0, s1;
	adder_4bits adder1(.a(a), .b(b), .ci(1'b0), .s(s0), .co(C[0]));
	adder_4bits adder2(.a(a), .b(b), .ci(1'b1), .s(s1), .co(C[1]));
	assign s = ci?s1:s0;
	assign co = C[0] | C[1]&ci;
endmodule
module adder_32bits(a, b, ci, s, co);
	input [31:0] a, b;
	input ci;
	output [31:0] s;
	output co;
	wire [6:0] C;
	wire [32:0] temp;
	adder_4bits adder0(.a(a[3:0]), .b(b[3:0]), .ci(ci), .s(s[3:0]), .co(C[0]));
	add_sel adder1(.a(a[7:4]), .b(b[7:4]), .ci(C[0]), .co(C[1]), .s(s[7:4]));
	add_sel adder2(.a(a[11:8]), .b(b[11:8]), .ci(C[1]), .co(C[2]), .s(s[11:8]));
	add_sel adder3(.a(a[15:12]), .b(b[15:12]), .ci(C[2]), .co(C[3]), .s(s[15:12]));
	add_sel adder4(.a(a[19:16]), .b(b[19:16]), .ci(C[3]), .co(C[4]), .s(s[19:16]));
	add_sel adder5(.a(a[23:20]), .b(b[23:20]), .ci(C[4]), .co(C[5]), .s(s[23:20]));
	add_sel adder6(.a(a[27:24]), .b(b[27:24]), .ci(C[5]), .co(C[6]), .s(s[27:24]));
	add_sel adder7(.a(a[31:28]), .b(b[31:28]), .ci(C[6]), .co(co), .s(s[31:28]));
	assign temp=a+b+ci;
endmodule
module adder_4bits(a, b, s, ci, co);
	input [3:0] a, b;
	input ci;
	output reg [3:0] s;
	output reg co;
	reg [3:0] G, P;
	reg [4:0] C, C_;
	always@(*)
	begin
		G <= a & b;
		P <= a | b;
		C[0] <= G[0] | P[0]&ci;
		C[1] <= G[1] | P[1]&G[0] | P[1]&P[0]&ci;
		C[2] <= G[2] | P[2]&G[1] | P[2]&P[1]&G[0] | P[2]&P[1]&P[0]&ci;
		C[3] <= G[3] | P[3]&G[2] | P[3]&P[2]&G[1] | P[3]&P[2]&P[1]&G[0] | P[3]&P[2]&P[1]&P[0]&ci;
		C_ <= {C[2],C[1],C[0],ci};
		s <= P&~G^C_;
		co <= C[3];
	end
endmodule
module Forwarding(RegWrite_wb, rdAddr_wb, rdAddr_mem, rs1Addr_ex, RegWrite_mem,
					rs2Addr_ex, ForwardA, ForwardB);
	input RegWrite_wb, RegWrite_mem;
	input[3:0] rdAddr_mem, rdAddr_wb, rs1Addr_ex, rs2Addr_ex;
	output reg [1:0] ForwardA, ForwardB;
	always@(*)
	begin
		ForwardA[0] = RegWrite_wb&&(rdAddr_wb != 4'b0)&&
						(rdAddr_mem != rs1Addr_ex)&&
						(rdAddr_wb == rs1Addr_ex);
		ForwardA[1] = RegWrite_mem&&(rdAddr_mem!=0)&&
						(rdAddr_mem == rs1Addr_ex);
		ForwardB[0] = RegWrite_wb&&(rdAddr_wb != 4'b0)&&
						(rdAddr_mem != rs2Addr_ex)&&
						(rdAddr_wb == rs2Addr_ex);
		ForwardB[1] = RegWrite_mem&&(rdAddr_mem!=0)&&
						(rdAddr_mem == rs2Addr_ex);
	end
endmodule
==> flow/run.sh <==
#!/bin/bash
# OpenROAD 26Q1-2900-gdf79404cd8, Yosys 0.63+post, stock flow scripts
make -C /OpenROAD-flow-scripts/flow DESIGN_CONFIG=/design/flow/config.mk WORK_HOME=/design/flow/orfs finish
==> flow/config.mk <==
export PLATFORM = sky130hd
export DESIGN_NAME = EX
export DESIGN_NICKNAME = EX
export VERILOG_FILES = /design/flow/design.v
export SDC_FILE = /design/flow/constraint.sdc
export NUM_CORES = 4
export LEC_CHECK = 1
export CORE_AREA = 10 10 235 235
export DIE_AREA = 0 0 245 245
==> flow/constraint.sdc <==
current_design EX

set clk_period 13.9
set clk_io_pct 0.2

create_clock -name clk0 -period $clk_period

set non_clock_inputs [all_inputs -no_clocks]
set_input_delay [expr $clk_period * $clk_io_pct] -clock clk0 $non_clock_inputs
set_output_delay [expr $clk_period * $clk_io_pct] -clock clk0 [all_outputs]
==> reports/qor.csv <==
stage,metric,value,unit
job,drv_cap,0,
job,warning_count,104,
placed_design,gp_congestion,1.058,
synthesis,syn-instance-count,1755,
sta,fin_tns_setup,0,ns
synthesis,syn_area_per_cell,7.104,um^2
layout,synthToLayoutAreaGrowth,34.57,%
synthesis,ys_sh_xor,5.339,%
placed_design,post-place-ws,3.782,ns
power_and_ir_drop,leakage,7.249,nW
sta,finalSetupViolCount,0,
setup_path,required,11.12,ns
sta,unconstrained_endpoints,64,
status,status,finished clean,
setup_path,crit_fanout,51,
layout,largest_reg_flops,32,
power_and_ir_drop,power.total,1.019,mW
synthesis,ff_type,dlxtn_1,
synthesis,simple_gate_area_share,18.14,%
global_routing,antenna_found_initial,6,
drt,routed_via_density,5.749,
drt,antenna_left,0,
layout,mostFrequentLayoutCell,clkdlybuf4s50_1,
global_routing,grt_max_degree,56,
drt,first_pass_iters,8,
floorplan,die_h,245,um
synthesis,aoi_share,31.64,%
floorplan,std_cell_rows,82,
placed_design,hpwlAfterDp,63.94,mm
global_routing,grt-ovfl-total,0,
placed_design,port_buffers,345,
layout,final_layout_size_suffix_gt1_share,6.004,%
sta,unclocked_pins,32,
worst_hold_path,hold_path.class,in -> out,
synthesis,top_area_cell,mux2i_1,
synthesis,topCombFamilyByArea,AND-OR/OR-AND gates,
setup_path,cp_data_arrival_time,7.40,ns
sta,rsz0062_at_grt,no,
floorplan,die_w,245,um
setup_path,critical_path.startpoint_type,primary input,
sta,relSlewSlack,36.04,%
sta,slew_viol_final,0,
power_and_ir_drop,pwr_density_cell,60.74,nW/um^2
floorplan,fp-utilization,24.90,%
synthesis,ys_types,84,
cts,post_cts_resized,0,
global_routing,grt_util_all_layers,25.90,%
synthesis,ys_cells,1755,
synthesis,yosysWarnings,105,
synthesis,synthTopCellsByArea,"mux2i_1 19%, ha_1 13%, o21ai_0 4.4%, dlxtn_1 3.9%, a21oi_1 3.9%",
drt,vias,15570,
drt,routedWlPerCell,29.56,um
sta,period_minus_slack,10.18,ns
setup_path,crit_type,in -> out,
synthesis,synthesis.area,12470,um^2
layout,final_layout_top_logic_cells,"345 x clkdlybuf4s50_1, 233 x mux2i_1, 132 x ha_1",
sta,fmax,0.09821,GHz
floorplan,dieArea,60030,um^2
global_routing,grt_pass1_wl,113.9,mm
sta,tightest_slew,0.9559,ns
synthesis,yosysChipArea,12470,um^2
synthesis,ys_sh_adder,13.35,%
cts,post_cts_buffers,0,
floorplan,ios,349,
cts,cts.hold.buffers_added,0,
drt,drc_errors,0,
synthesis,numSynthFlops,32,
synthesis,synth-edff-count,0,
power_and_ir_drop,ir_drop,0.02397,mV
drt,initialDrtViolationCount,1612,
drt,drt-total-wl,80.07,mm
sta,final_hold_viol_count,0,
floorplan,core,50070,um^2
sta,fin_ws,3.718,ns
synthesis,synthArstFlopShare,0,%
synthesis,top_area_share,18.71,%
global_routing,grt_pass1_vias,15290,
setup_path,critPathCaptureType,output port,
sta,timing.final.crit_share,73.25,%
synthesis,mux_share,19.16,%
-- stage by stage --
stage,cell area [um^2],hold slack (ns),instances,util (%)
finish,16780,6.564,2709,33.51
global route,16770,6.585,2708,33.50
CTS,16760,6.581,2704,33.48
detailed placement,16760,6.573,2704,33.48
global placement,16760,6.580,2704,33.48
floorplan,12470,5.618,1755,-
-- logic make-up after synthesis --
logic type               after synthesis
AND/OR/NAND/NOR                      460
multiplexers                         238
adder cells (fa/ha/maj)              133
latches                               32
XOR/XNOR                              76
buffers and inverters                261
AND-OR/OR-AND                        555
-- worst max-delay path: stages --
cell,delay [ns]
clkdlybuf4s50_1,0.49
o41ai_1,0.59
nor4_1,0.11
and3_1,0.22
ha_2,0.70
buf_4,0.41
a221oi_1,0.14
a221o_4,0.59
clkinv_2,0.08
buf_4,0.62
clkdlybuf4s50_1,0.61
-- cell type report --
| cell class | count | area, um^2 |
|---|---|---|
| multi-input combinational | 1462 | 10990 |
| antenna | 5 | 12.51 |
| timing repair buffer | 419 | 4009 |
| tap | 672 | 840.8 |
| inverter | 119 | 447.9 |
| sequential | 32 | 480.5 |
| fill | 5336 | 33290 |
-- cells in the mapped netlist, types with 5 or more instances --
master	count
or3_1	11
ha_1	133
a221oi_1	32
dlxtn_1	32
a21oi_1	96
nor3_1	40
o22ai_1	5
o31ai_1	8
inv_1	112
o21ai_1	5
o221ai_1	48
o211ai_1	37
o21a_1	7
nand3_1	32
xnor2_1	34
buf_2	47
a31oi_1	31
a22oi_1	36
clkbuf_1	79
o21ai_0	109
a211oi_1	13
nand2_1	116
a2111oi_0	6
nor2b_1	25
a211o_1	6
buf_1	11
nand2b_1	41
nor4_1	23
a21o_1	5
o21bai_1	5
o221a_2	5
a22o_1	33
o41ai_1	6
xor2_1	42
mux2_2	5
mux2i_1	233
nor2_1	117
and3_1	25
a32oi_1	7
-- power by group --
group | switching [mW] | total (mW) | internal, mW
clock | 0 | 0.0000000337 | 0.0000000336
sequential | 0.00280 | 0.0203 | 0.0175
combinational | 0.608 | 0.999 | 0.390
total | 0.611 | 1.02 | 0.408
-- path summary, 6_finish.rpt --
check | start | end | slack, ns | depth (start not counted)
worst max-delay path | rdAddr_wb[1] | ALU_B[2] | 3.72 | 11
worst min-delay path | rs2Data_ex[2] | MemWriteData_ex[2] | 6.56 | 4
-- per-layer routing --
metal,GRT usage (%),vias to the layer above,routed length [um]
li1,-,7131,-
met1,34.51,7617,34160
met2,42.35,734,37520
met3,3.905,90,5550
met4,8.237,2,2832
met5,0,-,8
Power and IR drop assume default switching activity.
