### /design/flow/config.mk
export PLATFORM = sky130hd
export DESIGN_NAME = ID
export DESIGN_NICKNAME = ID
export VERILOG_FILES = /design/flow/design.v
export SDC_FILE = /design/flow/constraint.sdc
export NUM_CORES = 4
export LEC_CHECK = 1
export CORE_UTILIZATION = 50
### /design/flow/constraint.sdc
current_design ID

set clk_period 14.9
set clk_io_pct 0.2

create_clock -name clk0 -period $clk_period [get_ports {clk}]

set non_clock_inputs [all_inputs -no_clocks]
set_input_delay [expr $clk_period * $clk_io_pct] -clock clk0 $non_clock_inputs
set_output_delay [expr $clk_period * $clk_io_pct] -clock clk0 [all_outputs]
### /design/flow/design.v
module add_sel(a, b, ci, co, s);
	input[3:0] a, b;
	input ci;
	output [3:0] s;
	output co;
	wire [2:0] C;
	wire [3:0] s0, s1;
	adder_4bits adder1(.a(a), .b(b), .ci(1'b0), .s(s0), .co(C[0]));
	adder_4bits adder2(.a(a), .b(b), .ci(1'b1), .s(s1), .co(C[1]));
	assign s = ci?s1:s0;
	assign co = C[0] | C[1]&ci;
endmodule
module adder_32bits(a, b, ci, s, co);
	input [31:0] a, b;
	input ci;
	output [31:0] s;
	output co;
	wire [6:0] C;
	wire [32:0] temp;
	adder_4bits adder0(.a(a[3:0]), .b(b[3:0]), .ci(ci), .s(s[3:0]), .co(C[0]));
	add_sel adder1(.a(a[7:4]), .b(b[7:4]), .ci(C[0]), .co(C[1]), .s(s[7:4]));
	add_sel adder2(.a(a[11:8]), .b(b[11:8]), .ci(C[1]), .co(C[2]), .s(s[11:8]));
	add_sel adder3(.a(a[15:12]), .b(b[15:12]), .ci(C[2]), .co(C[3]), .s(s[15:12]));
	add_sel adder4(.a(a[19:16]), .b(b[19:16]), .ci(C[3]), .co(C[4]), .s(s[19:16]));
	add_sel adder5(.a(a[23:20]), .b(b[23:20]), .ci(C[4]), .co(C[5]), .s(s[23:20]));
	add_sel adder6(.a(a[27:24]), .b(b[27:24]), .ci(C[5]), .co(C[6]), .s(s[27:24]));
	add_sel adder7(.a(a[31:28]), .b(b[31:28]), .ci(C[6]), .co(co), .s(s[31:28]));
	assign temp=a+b+ci;
endmodule
module adder_4bits(a, b, s, ci, co);
	input [3:0] a, b;
	input ci;
	output reg [3:0] s;
	output reg co;
	reg [3:0] G, P;
	reg [4:0] C, C_;
	always@(*)
	begin
		G <= a & b;
		P <= a | b;
		C[0] <= G[0] | P[0]&ci;
		C[1] <= G[1] | P[1]&G[0] | P[1]&P[0]&ci;
		C[2] <= G[2] | P[2]&G[1] | P[2]&P[1]&G[0] | P[2]&P[1]&P[0]&ci;
		C[3] <= G[3] | P[3]&G[2] | P[3]&P[2]&G[1] | P[3]&P[2]&P[1]&G[0] | P[3]&P[2]&P[1]&P[0]&ci;
		C_ <= {C[2],C[1],C[0],ci};
		s <= P&~G^C_;
		co <= C[3];
	end
endmodule
module BranchTest(
    rs1Data, rs2Data, Instruction,
    Branch);
    input [31:0] rs1Data, rs2Data, Instruction;
    output reg Branch;
    parameter beq_funct3=3'o0;
    parameter bne_funct3=3'o1;
    parameter blt_funct3=3'o4;
    parameter bge_funct3=3'o5;
    parameter bltu_funct3=3'o6;
    parameter bgeu_funct3=3'o7;
    parameter SB_type_op=7'b1100011;
    wire [31:0] sum;
    wire [2:0] funct3;
    wire isLT, isLTU, SB_type;
    assign funct3 = Instruction[14:12];
    adder_32bits adder_inst(.a(rs1Data), .b(~(rs2Data)+1), .ci(1'b0), .s(sum), .co());
    assign isLT=(~rs2Data[31])&&rs1Data[31]||(rs1Data[31]~^rs2Data[31])&&sum[31];
    assign isLTU=(~rs1Data[31])&&rs2Data[31]||(rs1Data[31]~^rs2Data[31])&&sum[31];
    assign SB_type=(Instruction[6:0]==SB_type_op);
    always @(*) begin
        if(SB_type&&(funct3==beq_funct3)) begin
            Branch<=~(|sum[31:0]);
        end
        else if(SB_type&&(funct3==bne_funct3)) begin
            Branch<=|sum[31:0];
        end
        else if(SB_type&&(funct3==blt_funct3)) begin
            Branch<=isLT;
        end
        else if(SB_type&&(funct3==bge_funct3)) begin
            Branch<=~isLT;
        end
        else if(SB_type&&(funct3==bltu_funct3)) begin
            Branch<=isLTU;
        end
        else if(SB_type&&(funct3==bgeu_funct3)) begin
            Branch<=~isLTU;
        end
        else begin
            Branch=1'b0;
        end
    end
endmodule
module Decode(   
	MemtoReg, RegWrite, MemWrite, MemRead,ALUCode,ALUSrcA,ALUSrcB,Jump,JALR,Imm,offset,
    Instruction);
	input [31:0]	Instruction;	 
	output reg		   MemtoReg;		 
	output reg		   RegWrite;		 
	output reg		   MemWrite;		 
	output reg        MemRead;
	output reg [3:0]   ALUCode;          
	output reg     	ALUSrcA;
	output reg [1:0]   ALUSrcB;
	output reg        Jump;
	output reg        JALR;
	output reg [31:0]   Imm,offset;
	parameter  R_type_op=   7'b0110011;
	parameter  I_type_op=   7'b0010011;
	parameter  SB_type_op=  7'b1100011;
	parameter  LW_op=       7'b0000011;
	parameter  JALR_op=     7'b1100111;
	parameter  SW_op=       7'b0100011;
	parameter  LUI_op=      7'b0110111;
	parameter  AUIPC_op=    7'b0010111;	
	parameter  JAL_op=      7'b1101111;	
   parameter  ADD_funct3 =     3'b000 ;
   parameter  SUB_funct3 =     3'b000 ;
   parameter  SLL_funct3 =     3'b001 ;
   parameter  SLT_funct3 =     3'b010 ;
   parameter  SLTU_funct3 =    3'b011 ;
   parameter  XOR_funct3 =     3'b100 ;
   parameter  SRL_funct3 =     3'b101 ;
   parameter  SRA_funct3 =     3'b101 ;
   parameter  OR_funct3 =      3'b110 ;
   parameter  AND_funct3 =     3'b111;
   parameter  ADDI_funct3 =     3'b000 ;
   parameter  SLLI_funct3 =     3'b001 ;
   parameter  SLTI_funct3 =     3'b010 ;
   parameter  SLTIU_funct3 =    3'b011 ;
   parameter  XORI_funct3 =     3'b100 ;
   parameter  SRLI_funct3 =     3'b101 ;
   parameter  SRAI_funct3 =     3'b101 ;
   parameter  ORI_funct3 =      3'b110 ;
   parameter  ANDI_funct3 =     3'b111 ;
   parameter	 alu_add=  4'b0000;
   parameter	 alu_sub=  4'b0001;
   parameter	 alu_lui=  4'b0010;
   parameter	 alu_and=  4'b0011;
   parameter	 alu_xor=  4'b0100;
   parameter	 alu_or =  4'b0101;
   parameter 	 alu_sll=  4'b0110;
   parameter	 alu_srl=  4'b0111;
   parameter	 alu_sra=  4'b1000;
   parameter	 alu_slt=  4'b1001;
   parameter	 alu_sltu= 4'b1010; 
	wire [6:0]		op;
	wire  	 	    funct6_7;
	wire [2:0]		funct3;
	assign op			= Instruction[6:0];
	assign funct6_7		= Instruction[30];
 	assign funct3		= Instruction[14:12];
  reg R_type, I_type, SB_type, LW, SW, LUI, AUIPC, JAL, Shift;
always @(*) begin
  R_type<=(op==R_type_op);
  I_type<=(op==I_type_op);
  SB_type<=(op==SB_type_op);
  LW<=(op==LW_op);
  JALR<=(op==JALR_op);
  SW<=(op==SW_op);
  LUI<=(op==LUI_op);
  AUIPC<=(op==AUIPC_op);
  JAL<=(op==JAL_op);
  MemtoReg=LW;
  MemRead=LW;
  MemWrite=SW;
  RegWrite=R_type||I_type||LW||JALR||LUI||AUIPC||JAL;
  Jump=JALR||JAL;
  ALUSrcA=JALR||JAL||AUIPC;
  ALUSrcB={JAL||JALR, ~(R_type||JAL||JALR)};
  casex({funct6_7,R_type,I_type,LUI,funct3})
    {1'b0,3'o4,ADD_funct3}: ALUCode<=alu_add;
    {1'b1,3'o4,SUB_funct3}: ALUCode<=alu_sub;
    {1'b0,3'o4,SLL_funct3}: ALUCode<=alu_sll;
    {1'b0,3'o4,SLT_funct3}: ALUCode<=alu_slt;
    {1'b0,3'o4,SLTU_funct3}: ALUCode<=alu_sltu;
    {1'b0,3'o4,XOR_funct3}: ALUCode<=alu_xor;
    {1'b0,3'o4,SRL_funct3}: ALUCode<=alu_srl;
    {1'b0,3'o4,SRA_funct3}: ALUCode<=alu_sra;
    {1'b0,3'o4,OR_funct3}: ALUCode<=alu_or;
    {1'b0,3'o4,AND_funct3}: ALUCode<=alu_and;
    {1'bx,3'o2,ADDI_funct3}: ALUCode<=alu_add;
    {1'bx,3'o2,SLLI_funct3}: ALUCode<=alu_sll;
    {1'bx,3'o2,SLTI_funct3}: ALUCode<=alu_slt;
    {1'bx,3'o2,SLTIU_funct3}: ALUCode<=alu_sltu;
    {1'bx,3'o2,XORI_funct3}: ALUCode<=alu_xor;
    {1'b0,3'o2,SRLI_funct3}: ALUCode<=alu_srl;
    {1'b1,3'o2,SRAI_funct3}: ALUCode<=alu_sra;
    {1'bx,3'o2,ORI_funct3}:  ALUCode<=alu_or;
    {1'bx,3'o2,ANDI_funct3}: ALUCode<=alu_and;
    {1'bx,3'o1,3'bxxx}:      ALUCode<=alu_lui;
    default: ALUCode<=alu_sub;
  endcase
  Shift<=(funct3==3'd1)||(funct3==3'd5);
  if(I_type)  begin Imm<=(Shift)?{26'd0,Instruction[25:20]}:{{20{Instruction[31]}},Instruction[31:20]}; 
                    offset<=32'h00000000; end
  else if(LW)      begin Imm<={{20{Instruction[31]}},Instruction[31:20]}; 
                    offset<=32'h00000000; end
  else if(JALR)    begin Imm<=32'h00000000; 
                    offset<={{20{Instruction[31]}},Instruction[31:20]}; end
  else if(SW)      begin Imm<={{20{Instruction[31]}},Instruction[31:25],Instruction[11:7]}; 
                    offset<=32'h00000000; end
  else if(JAL)     begin Imm<=32'h00000000; 
                    offset<={{11{Instruction[31]}},Instruction[31],Instruction[19:12],Instruction[20],Instruction[30:21],1'b0}; end
  else if(LUI||AUIPC)     begin Imm<={Instruction[31:12],12'd0}; 
                    offset<=32'h00000000; end
  else if(SB_type) begin Imm<=32'h00000000; 
                    offset<={{19{Instruction[31]}},Instruction[31],Instruction[7],Instruction[30:25],Instruction[11:8],1'b0}; end
  else begin
    Imm<=32'h00000000;offset<=32'h00000000; end
end
endmodule
`timescale 1ns / 1ps
module ID(clk,Instruction_id, PC_id, RegWrite_wb, rdAddr_wb, RegWriteData_wb, MemRead_ex, 
          rdAddr_ex, MemtoReg_id, RegWrite_id, MemWrite_id, MemRead_id, ALUCode_id, 
			 ALUSrcA_id, ALUSrcB_id,  Stall, Branch, Jump, IFWrite,  JumpAddr, Imm_id,
			 rs1Data_id, rs2Data_id,rs1Addr_id,rs2Addr_id,rdAddr_id);
    input clk;
    input [31:0] Instruction_id;
    input [31:0] PC_id;
    input RegWrite_wb;
    input [4:0] rdAddr_wb;
    input [31:0] RegWriteData_wb;
    input MemRead_ex;
    input [4:0] rdAddr_ex;
    output MemtoReg_id;
    output RegWrite_id;
    output MemWrite_id;
    output MemRead_id;
    output [3:0] ALUCode_id;
    output ALUSrcA_id;
    output [1:0]ALUSrcB_id;
    output Stall;
    output Branch;
    output Jump;
    output IFWrite;
    output [31:0] JumpAddr;
    output [31:0] Imm_id;
    output [31:0] rs1Data_id;
    output [31:0] rs2Data_id;
	output[4:0] rs1Addr_id,rs2Addr_id,rdAddr_id;
    assign rs1Addr_id=Instruction_id[19:15];
    assign rs2Addr_id=Instruction_id[24:20];
    assign rdAddr_id=Instruction_id[11:7];
    RAW_Registers RAW_inst(
                .clk(clk), .rs1Addr(rs1Addr_id), .rs2Addr(rs2Addr_id), 
                .WriteAddr(rdAddr_wb), .RegWrite(RegWrite_wb), .WriteData(RegWriteData_wb),
	        .rs1Data(rs1Data_id), .rs2Data(rs2Data_id));
    BranchTest Branch_inst(
                .rs1Data(rs1Data_id), .rs2Data(rs2Data_id), .Instruction(Instruction_id),
                .Branch(Branch));
    wire JALR;
    wire [31:0] offset;
    Decode Decode_inst(
	        .MemtoReg(MemtoReg_id), .RegWrite(RegWrite_id), .MemWrite(MemWrite_id), 
                .MemRead(MemRead_id),.ALUCode(ALUCode_id),.ALUSrcA(ALUSrcA_id),
                .ALUSrcB(ALUSrcB_id),.Jump(Jump),.JALR(JALR),.Imm(Imm_id),.offset(offset),
                .Instruction(Instruction_id));
    wire [31:0] PC_op;
    assign PC_op=(JALR)?rs1Data_id:PC_id;
    adder_32bits adder_inst(
                .a(PC_op),.b(offset),.ci(1'b0),.s(JumpAddr),.co());
    assign Stall=((rdAddr_ex==rs1Addr_id)||(rdAddr_ex==rs2Addr_id))&&MemRead_ex;
    assign IFWrite=~Stall;
endmodule
module RAW_Registers(clk, rs1Addr, rs2Addr, WriteAddr, RegWrite, WriteData,
					rs1Data, rs2Data);
	input [31:0] WriteData;
	input [4:0] rs1Addr, rs2Addr, WriteAddr;
	input RegWrite, clk;
	output [31:0] rs1Data, rs2Data;
	wire rs1Sel, rs2Sel;
	wire [31:0] ReadData1, ReadData2;
	RBW_Registers RBW1(.WriteData(WriteData), .ReadRegister1(rs1Addr), .ReadRegister2(rs2Addr),
						.WriteRegister(WriteAddr), .RegWrite(RegWrite), .ReadData1(ReadData1), 
						.ReadData2(ReadData2), .clk(clk)); 
	assign rs1Sel = RegWrite && (WriteAddr != 0) && (WriteAddr == rs1Addr);
	assign rs2Sel = RegWrite && (WriteAddr != 0) && (WriteAddr == rs2Addr);
	assign rs1Data = (rs1Sel == 1'b0)?ReadData1:WriteData;
	assign rs2Data = (rs2Sel == 1'b0)?ReadData2:WriteData;
endmodule
module RBW_Registers(WriteData, ReadRegister1, ReadRegister2, WriteRegister, RegWrite, clk,
					ReadData1, ReadData2);
	input [31:0] WriteData;
	input [4:0] WriteRegister, ReadRegister1, ReadRegister2;
	input RegWrite, clk;
	output [31:0] ReadData1, ReadData2;
	reg [31:0] regs[31:0];
	assign ReadData1=(ReadRegister1==5'b0)?32'b0:regs[ReadRegister1];
	assign ReadData2=(ReadRegister2==5'b0)?32'b0:regs[ReadRegister2];
	always@(posedge clk) if(RegWrite) regs[WriteRegister] <= WriteData;
endmodule
### /design/flow/run.sh
#!/bin/bash
# OpenROAD 26Q1-2900-gdf79404cd8, Yosys 0.63+post, stock flow scripts
make -C /OpenROAD-flow-scripts/flow DESIGN_CONFIG=/design/flow/config.mk WORK_HOME=/design/flow/orfs finish
==> flow_summary.ini <==
; synthesis and place-and-route metrics
[setup_path]
end_kind = output pin
cp.required_ps = 11920
cp-startpoint = rdAddr_wb[2]
startpoint_type = primary input
worst_ep_arrival_time_ps = 11110
cp_max_fo = 23
path_class = in2out

[route]
wl_per_cell_um = 35.0
wl_mm = 183
vias = 34900
num_antenna_cells = 0
ant_nets = 0
drc_errors = 0
drt_pass1_iterations = 7
first_iter_violations = 2262
viasPerCell = 6.68

[worst_hold_path]
holdCritPathClass = in2reg
min_from = RegWriteData_wb[22]

[logic_synthesis]
yosysWarnings = 4
yosysMostFrequentCell = edfxtp_1
synth-edff-count = 1024
top_area_share_pct = 56.6
synth_flops = 1024
postSynthAreaPerCell_um2 = 15.7
ys_top_cells_by_count = edfxtp_1 (1,024), mux4_2 (466), mux2i_1 (223), nor2_1 (215), inv_1 (167)
area_leaders = edfxtp_1 (57%), mux4_2 (19%), mux2i_1 (4.1%)
synthFlopType = edfxtp_1
ys_chip_area_um2 = 54300
synthCells = 3449
yosys.cell_types.count = 80
synth_stat.cells = 3449
synth_top_cell_by_area = edfxtp_1
synth_area_um2 = 54300
ys_seq_share_pct = 56.6
async_reset_ff_share_pct = 0

[final_timing]
fin_tns_setup_ps = 0
layout_setup_ws_ps = 807
max_slew_margin_pct = 16.7
fmax_mhz = 71.0
period_minus_slack_ps = 14090
worst_slew_pin_slew_ps = 1240
finalHoldViolCount = 0
rsz0062_at_grt = false
final-max-slew-violation-count = 0
setup_violations = 0
period_used_pct = 94.6

[run]
log.warning_count = 89
maxCapViolCount = 0

[global_route]
grt-ovfl-total = 0
grt_pass1_wl_mm = 263
grt_max_degree = 81
grt_pass1_vias = 37900
track_usage_pct = 37.4
antenna_found_initial = 4

[placement]
pre_cts_ws_ps = 778
portBuffers = 266
gp_congestion = 0.967
dp_hpwl_mm = 120

[final_layout]
top_regs = RAW_inst.RBW1.regs: 1024 flops
drive_above_1_share_pct = 22.6
area_growth_pct = 15.1
largest_register_ffs = 1024
regMostFlops = RAW_inst.RBW1.regs

[power]
pwr-share-clk_pct = 38.4
seqPwrFrac_pct = 46.6
peakVddDrop_uv = 107
p_per_area_nw_per_um2 = 111
combPwrFrac_pct = 15.0
p_leak_nw = 21.3
p_int_mw = 5.19
switchingPower_mw = 1.72
sw_frac_of_total_pct = 24.9

[floorplanning]
fp-row-count = 120
die_y_um = 332
design.core.area_um2 = 107000
die_w_um = 332
dieArea_um2 = 110000
initCoreUtil_pct = 50.6
ios = 267

[cts]
path_clk_slew_ps = 60
clock-sinks = 1024
numCtsBuffers = 107
postCtsHoldBufs = 0
cts_max_level = 3
cts_tree = yes
cts_buffer_depth = 3
clock-root-buffer = clkbuf_16

[status]
status = finished clean
## power by group through the flow
stage                 Clock [mW]  Sequential, mW  Combinational, mW
after CTS                   2.69            3.22               1.03
after global routing        2.79            3.22               1.11
final                       2.66            3.22               1.04
## cell families after synthesis
| family | share of synthesized area, % |
|---|---|
| adder cells (fa/ha/maj) | 2.95 |
| multiplexers | 23.5 |
| XOR/XNOR | 1.67 |
| AND/OR/NAND/NOR | 5.12 |
| flip-flops | 56.6 |
| AND-OR/OR-AND | 6.55 |
| buffers and inverters | 3.61 |
## final timing paths
kind	to	slack [ps]	depth (start not counted)
max	Branch	810	26
min	RAW_inst.RBW1.regs[25][22]$_DFFE_PP_	3110	2
## stage by stage
| step | power [mW] | cell area (um2) | utilization, % | hold slack, ps | instances |
|---|---|---|---|---|---|
| after floorplan | 3.86 | 54300 | - | 3080 | 3449 |
| after global placement | 4.30 | 59000 | 55.0 | 3810 | 5031 |
| after detailed placement | 4.31 | 59000 | 55.0 | 3820 | 5031 |
| after CTS | 6.94 | 62500 | 58.2 | 3080 | 5223 |
| after global routing | 7.12 | 62500 | 58.2 | 3140 | 5223 |
| final | 6.91 | 62500 | 58.2 | 3110 | 5223 |
## timing repair
| action | in CTS | in global routing |
|---|---|---|
| endpoints found under the setup margin | 0 | 1 |
| hold endpoints to repair | 0 | 0 |
| gates resized | 0 | 1 |
| buffers inserted | 0 | 0 |
## cells in the final DEF, fill, tap and decap left out, drive strengths merged, types with 23 or more instances in the layout
cell,n
a22oi,104
nor2,215
o21ai,55
a32oi,25
clkdlybuf4s50,256
clkbuf,134
clkinv,43
xor2,37
nor2b,43
buf,173
a21oi,135
nand3,51
a211oi,31
nand2b,43
inv,171
a221oi,23
nand2,111
edfxtp,1024
mux4,466
mux2i,223
ha,125
xnor2,61
## cell type report
type                       count  area [um2]
tap                         1403        1760
clock buffer                 133        2840
fill                        7930       44800
sequential                  1024       30700
multi-input combinational   2005       21900
clock inverter                59         619
timing repair buffer         430        3980
inverter                     169         634
## critical path: stages
cell	delay (ps)
clkdlybuf4s50_1	680
or3_1	430
o2111a_1	670
a21bo_1	190
buf_4	440
nor4_1	150
a21oi_2	420
ha_1	270
nand2_1	110
nor3_1	500
nand3_1	330
nor2_1	290
and2_1	280
nand3_1	180
xnor2_1	200
ha_1	330
o21ai_0	330
o211ai_1	140
a2111oi_0	410
nand3_1	150
nor3_1	150
nand4_1	130
nor4_1	430
nand4_1	170
a21boi_1	220
clkdlybuf4s50_1	500
## layer usage
metal	global-route usage, %	vias to the layer above	routed length (um)	part of all wire, %
li1	-	14500	-	-
met1	45.3	17200	56600	31
met2	52.8	2710	83600	46
met3	28.7	441	33600	18
met4	12.1	20	8160	4.5
met5	4.65	-	655	0.36
Power is estimated from default activity; no workload was simulated.
